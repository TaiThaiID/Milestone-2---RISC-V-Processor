==> flow/design.v <==
module regfile(
  input  logic        i_clk,
  input  logic        i_reset_n,           
  input  logic [4:0]  i_rs1_addr,
  input  logic [4:0]  i_rs2_addr,
  output logic [31:0] o_rs1_data,
  output logic [31:0] o_rs2_data,
  input  logic [4:0]  i_rd_addr,
  input  logic [31:0] i_rd_data,           
  input  logic        i_rd_wren            
);
  integer k;
  logic [31:0] registers [31:0];           
  always_ff @(posedge i_clk or negedge i_reset_n) begin
    if (!i_reset_n) begin
      for (k = 0; k < 32; k = k + 1)
        registers[k] <= 32'd0;
    end else begin
      if (i_rd_wren && (i_rd_addr != 5'd0))    
        registers[i_rd_addr] <= i_rd_data;
      registers[5'd0] <= 32'd0;                
    end
  end
  assign o_rs1_data = (i_rs1_addr == 5'd0) ? 32'd0 : registers[i_rs1_addr];
  assign o_rs2_data = (i_rs2_addr == 5'd0) ? 32'd0 : registers[i_rs2_addr];
endmodule
==> flow/run.sh <==
#!/bin/bash
# OpenROAD 26Q1-2900-gdf79404cd8, Yosys 0.63+post, stock flow scripts
make -C /OpenROAD-flow-scripts/flow DESIGN_CONFIG=/design/flow/config.mk WORK_HOME=/design/flow/orfs finish
==> flow/config.mk <==
export PLATFORM = sky130hd
export DESIGN_NAME = regfile
export DESIGN_NICKNAME = regfile
export VERILOG_FILES = /design/flow/design.v
export SDC_FILE = /design/flow/constraint.sdc
export NUM_CORES = 4
export LEC_CHECK = 1
export CORE_UTILIZATION = 50
==> flow/constraint.sdc <==
current_design regfile

set clk_period 6.5
set clk_io_pct 0.2

create_clock -name clk0 -period $clk_period [get_ports {i_clk}]

set non_clock_inputs [all_inputs -no_clocks]
set_input_delay [expr $clk_period * $clk_io_pct] -clock clk0 $non_clock_inputs
set_output_delay [expr $clk_period * $clk_io_pct] -clock clk0 [all_outputs]
==> metrics.yaml <==
synth:
  yosys_warnings: 2
  synth_area_um2: 51900
  async_flop_share_pct: 100
  yosys.stat.seqShare_pct: 47.8
  ys_seq_elements: 992
  ys_cells: 4653
  yosysUniqueCellTypes: 72
  syn_inst: 4653
  synth-edff-count: 0
  synth-main-ff-cell: "dfrtp_1"
  synth_area_per_cell_um2: 11.2
  yosys-stat-area_um2: 51900
global_route:
  overflow: 0
  antenna_found_initial: 18
  grtUsageTotal_pct: 55.7
  grt_max_degree: 126
  grt_pass1_wl_um: 380000
  grt_pass1_vias: 46388
clock_network:
  cts.sinks: 992
  cts_root_buffer: "clkbuf_16"
  cts_setup_buffers: 0
  insertion_delay_ns: 0.74
  cts_hold_buf: 0
  ctsResizeCount: 0
  cts_tree: "built"
  htree_levels: 3
  clk_pin_slew_ns: 0.06
  cts_buffers: 109
  clockBufferDepth: 3
worst_setup_path:
  crit_path_max_incr_delay_ns: 0.98
  crit_top_cell: "clkdlybuf4s50_1"
  crit_slowest_cell: "clkdlybuf4s50_1"
  reg2reg_slack_ns: 5.58
  critPathRequiredTime_ns: 5.20
  crit_type: "input pin to primary output"
  r2r_cells: 1
  rr_endpoint: "registers[17][0]"
  path_max_fanout: 15
  endpoint_kind: "primary output"
  rr_startpoint: "registers[17][0]"
  cp_cell_sequence: "clkdlybuf4s50_1, nand2b_1, nor2_4, buf_12, a22o_1, a2111oi_0, a31oi_1, clkdlybuf4s50_1"
  startpoint_type: "input pin"
  cp_top_family: "buffers and inverters"
  critical_path_arrival_ns: 4.90
  crit_buf_inv: 3
sta:
  final.setup_skew_ns: 0
  timing.fmax_mhz: 161
  worstMarginPinSlew_ns: 1.06
  grt_setup_unrepaired: "no"
  relSlewSlack_pct: 29.0
  min_period_ns: 6.20
  tns_ns: 0
  finalCritPeriodShare_pct: 95.4
  setup_violations: 0
  finalHoldViolations: 0
  final-max-slew-violation-count: 0
layout:
  largest_register_ffs: 992
  drive_gt1_share_pct: 34.5
  largestRegisters: "registers (992)"
  fill_cells: 8401
  syn2layout_area_growth_pct: 15.3
  final_util_pct: 58.5
  logic_area_um2: 25300
  regMostFlops: "registers"
  register_area_um2: 24800
detailed_routing:
  wirelength_um: 277000
  vias: 47700
  antenna_left: 0
  first_iter_violations: 6378
  drc: 0
  via_per_inst: 7.72
  routedWlPerCell_um: 44.9
  detail_route.first_pass.iterations: 9
job:
  warning_count: 50
  maxCapViolCount: 0
pwr:
  power.leakage_nw: 25.7
  max-vdd-ir-drop_v: 0.000281
  p_per_area_nw_per_um2: 302
place:
  gp_congestion: 1.06
  hpwl_um: 173000
  io_buffers: 113
die:
  chipArea_um2: 105000
  fp_util_pct: 50.7
  dieHeight_um: 324
  num_io_pins: 114
  row_count: 117
  core_region_area_um2: 102000
  die_w_um: 324
min_path:
  hp-class: "input pin to asynchronous set/reset pin"
outcome:
  status: "finished clean"
## report_power, final
group | switching [mW] | internal [mW]
Clock | 2.76 | 4.03
Combinational | 1.34 | 1.36
Sequential | 1.19 | 7.37
Total | 5.29 | 12.8
## layout by cell type, fill, tap and decap left out, drive strengths merged, types with 7 or more instances in the layout
| master | Yosys | final |
|---|---|---|
| a2111oi | 52 | 52 |
| a21oi | 74 | 74 |
| a221o | 20 | 20 |
| a221oi | 8 | 8 |
| a222oi | 30 | 30 |
| a22o | 52 | 52 |
| a22oi | 351 | 351 |
| a31o | 12 | 12 |
| a31oi | 61 | 61 |
| and2 | 26 | 26 |
| and3 | 181 | 181 |
| and3b | 11 | 11 |
| and4 | 56 | 56 |
| buf | 268 | 340 |
| bufinv | 0 | 15 |
| clkbuf | 242 | 150 |
| clkdlybuf4s50 | 0 | 105 |
| clkinv | 0 | 23 |
| clkinvlp | 0 | 7 |
| dfrtp | 992 | 992 |
| diode | 0 | 21 |
| inv | 6 | 13 |
| mux2 | 1002 | 1002 |
| mux2i | 10 | 10 |
| nand2 | 67 | 67 |
| nand2b | 12 | 12 |
| nand3 | 663 | 663 |
| nand3b | 15 | 15 |
| nand4 | 201 | 201 |
| nand4b | 7 | 7 |
| nor2 | 65 | 65 |
| nor2b | 12 | 12 |
| nor3 | 19 | 19 |
| nor3b | 12 | 12 |
| nor4 | 47 | 47 |
| o21ai | 17 | 17 |
| o31a | 12 | 12 |
## how the worst max path moves through the flow
stage	start	end	slack, ns	depth (start not counted)
CTS	i_rs2_addr[3]	o_rs2_data[16]	0.47	8
global route	i_rs2_addr[3]	o_rs2_data[31]	0.25	8
finish	i_rs2_addr[3]	o_rs2_data[31]	0.30	8
## per-stage QoR
step / total power [mW] / instances / hold WS (ns) / instance area, um^2 / worst slack (ns)
2_1_floorplan: 9.73 / 4653 / 0.481 / 51900 / 2.45
3_3_place_gp: 11.2 / 5956 / 0.503 / 55900 / 0.487
3_5_place_dp: 11.2 / 5956 / 0.507 / 55900 / 0.476
4_1_cts: 18.0 / 6158 / 0.520 / 59800 / 0.466
5_1_grt: 18.5 / 6158 / 0.529 / 59800 / 0.254
6_report: 18.1 / 6179 / 0.512 / 59900 / 0.298
## logic make-up (layout without fill, tap and decap cells)
family	Yosys count	in the layout	share of synthesized area, %
AND-OR/OR-AND	724	724	10.5
buffers and inverters	516	653	4.33
flip-flops	992	992	47.8
multiplexers	1012	1012	21.9
other	0	21	0
AND/OR/NAND/NOR	1409	1409	15.4
## synthesized netlist by cell type, drive strengths merged, types with 20 or more instances
cell / count / share of area (%)
nand3: 663 / 6.4
buf: 268 / 2.5
a2111oi: 52 / 0.88
a21oi: 74 / 0.71
nor4: 47 / 0.58
a221o: 20 / 0.39
dfrtp: 992 / 48
clkbuf: 242 / 1.8
nor2: 65 / 0.55
mux2: 1002 / 22
a22oi: 351 / 5.1
and3: 181 / 2.2
nand4: 201 / 2.4
a222oi: 30 / 0.58
a22o: 52 / 0.88
and2: 26 / 0.32
nand2: 67 / 0.48
and4: 56 / 0.94
a31oi: 61 / 0.74
## layer usage
metal | GRT usage (%) | routed length, um | vias up
li1 | - | - | 18017
met1 | 70.3 | 95900 | 23920
met2 | 71.2 | 109000 | 4216
met3 | 32.7 | 45000 | 1526
met4 | 40.2 | 27200 | 21
met5 | 3.24 | 387 | -
## area by class of cell
cell class | instances | share of cell area [%]
sequential | 992 | 41.5
clock inverter | 52 | 1.16
antenna | 21 | 0.0878
tap | 1368 | 2.86
clock buffer | 150 | 5.35
multi-input combinational | 3145 | 42.3
inverter | 6 | 0.0376
timing repair buffer | 445 | 6.76
Power and IR drop assume default switching activity.
